$ cat /design/flow/config.mk
export PLATFORM = sky130hd
export DESIGN_NAME = ALU
export DESIGN_NICKNAME = ALU
export VERILOG_FILES = /design/flow/design.v
export SDC_FILE = /design/flow/constraint.sdc
export NUM_CORES = 4
export LEC_CHECK = 1
export CORE_UTILIZATION = 40
$ cat /design/flow/run.sh
#!/bin/bash
# OpenROAD 26Q1-2900-gdf79404cd8, Yosys 0.63+post, stock flow scripts
make -C /OpenROAD-flow-scripts/flow DESIGN_CONFIG=/design/flow/config.mk WORK_HOME=/design/flow/orfs finish
$ cat /design/flow/design.v
`timescale 1ns/1ps
module ALU (
    input [31:0] a,
    input [31:0] b,
    output reg [31:0] out,
    input [2:0] mod,
    output reg zero,
    output reg overflow
);
    always @(*) begin
        out = 0;
        case(mod)
            3'b000: 
                out = a & b;
            3'b001: 
                out = a | b;
            3'b100: begin
                out = a + b;
                overflow = (a[31] == b[31] && out[31] != a[31]) ? 1 : 0;
            end
            3'b101:
                out = a + b;
            3'b110: begin
                out = a - b;
                overflow = (a[31] != b[31] && out[31] == b[31]) ? 1 : 0;
            end
            3'b011:
                out = ~ (a | b);
            3'b010:
                out = (a < b) ? 1 : 0;
        endcase
        zero = (out == 0) ? 1 : 0;
    end
endmodule
$ cat /design/flow/constraint.sdc
current_design ALU

set clk_period 16.1
set clk_io_pct 0.2

create_clock -name clk0 -period $clk_period

set non_clock_inputs [all_inputs -no_clocks]
set_input_delay [expr $clk_period * $clk_io_pct] -clock clk0 $non_clock_inputs
set_output_delay [expr $clk_period * $clk_io_pct] -clock clk0 [all_outputs]
==> reports/metrics.cfg <==
[run_status]
outcome = finished clean

[place]
dp_cells = 1108
place.gp.congestion = 1.001
numPortBuffers = 101
dp_hpwl_um = 16270

[finish]
fill_cells = 1488
syn_to_final_growth_pct = 17.68
layout.cells.non_filler = 1108
drive_gt1_frac = 0.04762
largest_reg_flops = 1

[critical_path]
max_stage_delay_ps = 590
critPathLaunchType = input port
cp_num_buf_inv = 3
crit_path_end_kind = output pin
path_class = in2out
critPathMaxFanout = 4
crit_slowest_cell = or4_1
crit_arrival_ps = 8030
path_cells = clkdlybuf4s50_1 -> ha_1 -> inv_1 -> fa_1 -> nand2b_1 -> a21oi_1 -> o221a_1 -> o22ai_1 -> or4_1 -> or3_1 -> or4_1 -> nor4_1 -> nand4b_1 -> nand4bb_1 -> nor4_2 -> clkdlybuf4s50_1
path_delay_family = simple AND/OR/NAND/NOR gates
cp.required_ps = 12880

[detailed_routing]
ant_nets = 0
vias = 6904
routed_via_density = 6.231
wire_per_inst_um = 19.09
drtIter0Drc = 680
drt_wl_total_um = 21160
dr.pass1.iters = 5
antennaDiodeCount = 0
route.detailed.drc = 0

[clocking]
cts-hold-fix-buffers = 0
cts_setup_buffers = 0
cts-resized-gates = 0

[synth]
netlist_area_sq_mm = 0.005959
synth-simple-area-share = 0.2309
ys.flop_type = dlxtn_1
yosys.area.top_type_share = 0.2142
yosys_area_sq_mm = 0.005959
mux_share = 0.007138
synthXorXnorAreaFrac = 0.05291
synth_cells = 870
synthAdderAreaFrac = 0.2209
top_area_cell = ha_1
yosys_cells = 870
topCombFamilyByArea = AND-OR/OR-AND gates
syn_area_per_cell_sq_um = 6.850
aoi_share = 0.3811
synth.distinct_cells = 90
synth_flops = 1
async_reset_ff_frac = 0
edf_count = 0
yosysWarnings = 1
synth.area.top_cells = ha_1 21%, inv_1 6.1%, xnor2_1 5.3%

[hold_path]
hold_path.class = in2out

[die]
rows = 44
initCoreUtil = 0.4100
core_sq_mm = 0.01453
die_w_um = 124.1
die_y_um = 124.1
dieArea_sq_mm = 0.01539
ios = 101

[timing]
slew_headroom = 0.4972
final_max_slew_viol_count = 0
min_period_over_period = 0.6986
fmax_ghz = 0.08891
setup_viol_count_final = 0
finalHoldViolations = 0
unclocked_pins = 1
rsz0062_at_grt = false
setup_tns_ps = 0
tightest_slew_ps = 742.5
fin_hold_ws_ps = 7484
untimed_endpoints = 2
min_period_ps = 11250

[flow_run]
maxCapViolations = 0
warnings = 102

[pwr]
ir_worst_vdd_uv = 15.55
power_density_mw_per_mm2 = 37.62
p_leak_uw = 0.003007

[grt]
grt_pass1_wl_um = 33380
grt_pass1_vias = 6227
gr-total-overflow = 0
grt_use_total = 0.2782
antenna_found_initial = 0
grt_max_degree = 43

-- routing by layer --
layer	track usage	share of wire
met4	0.03348	0.014
met1	0.4114	0.46
met3	0.03084	0.085
met2	0.4437	0.45
met5	0	0
-- kinds of logic after synthesis --
family	count (synthesis)
AOI/OAI and AO/OA	314
and+or+nand+nor	256
buffers and inverters	155
adders and majority gates	104
xor gates and xnor gates	36
muxes	4
latches	1
-- worst paths after layout --
| kind | startpoint | to | slack [ps] | cells after the start |
|---|---|---|---|---|
| min | mod[1] | out[13] | 7480 | 3 |
| max | b[0] | zero | 4850 | 16 |
-- report_power, final --
| part | switching (uW) | leakage (uW) | internal (uW) |
|---|---|---|---|
| Clock | 0 | 0 | 0 |
| Combinational | 149 | 0.00300 | 115 |
| Sequential | 0.0523 | 0.00000787 | 0.438 |
-- metrics by stage --
stage | area, sq um | utilization | power, uW | setup slack (ps)
2_1_floorplan | 5959 | - | 162.9 | 6555
3_3_place_gp | 7013 | 0.4825 | 260.3 | 4866
3_5_place_dp | 7013 | 0.4825 | 258.1 | 4894
4_1_cts | 7013 | 0.4825 | 259.6 | 4878
5_1_grt | 7013 | 0.4825 | 287.4 | 4535
6_report | 7013 | 0.4825 | 263.8 | 4852
-- cells in the mapped netlist, drive strengths merged, types with 6 or more instances --
cell type	count
nand4	11
nor2	65
o311ai	8
a22o	6
a211oi	12
a221oi	17
nand2b	18
nor4	18
a21o	11
nand3	20
and3	7
buf	19
o21ai	39
nor2b	10
o221a	9
a21oi	62
inv	98
nand2	46
o31ai	19
nor3	20
clkbuf	36
o21a	7
xnor2	36
a22oi	25
o21ba	6
o21bai	8
a31oi	11
o31a	6
or3	8
and2	8
ha	102
o22ai	17
or4	7
-- final cells by class --
cell class	instances	area [sq um]	share of cell area
Inverter	100	375.4	0.05352
Multi-Input combinational cell	714	5326	0.7595
Timing Repair Buffer	109	1066	0.1520
Sequential cell	1	15.01	0.002141
Tap cell	184	230.2	0.03283
-- cell usage in the layout (no fill, tap or decap), types with 4 or more instances in the layout --
cell,n
a22o_1,6
or3_1,8
a21oi_1,62
nand4_1,11
nand2_1,46
o311ai_0,4
o211a_1,4
a22oi_1,25
ha_1,102
nand3_1,20
and2_1,8
o21ba_2,4
nor2_1,63
o21bai_1,8
o31ai_1,19
o22ai_1,17
inv_1,97
o31a_1,6
a211o_1,5
buf_4,8
nor2b_1,9
clkdlybuf4s50_1,100
o211ai_1,4
o221a_2,7
a21o_1,10
a211oi_1,12
nor3_1,19
xnor2_1,36
a221oi_1,16
a31oi_1,11
nand2b_1,17
o21ai_1,4
nor4_1,16
or4_1,5
o21a_1,7
and3_1,7
o21ai_0,35
Power figures rest on the tool's default switching activity, not on a simulated workload.
