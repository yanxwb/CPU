$ cat flow/design.v
`timescale 1ns/1ps
module EXMA (
    input clk,
    input [31:0] NPC3in,
    output reg [31:0] NPC3out,
    input [31:0] NPC2in,
    output reg [31:0] NPC2out,
    input Flagin,
    input [31:0] Rtin,
    input [31:0] ALUOutin,
    input [31:0] IRin,
    output reg Flagout,
    output reg [31:0] Rtout,
    output reg [31:0] ALUOutout,
    output reg [31:0] IRout
);
    reg [31:0] NPC3;
    reg [31:0] NPC2;
    reg [31:0] Rt;
    reg [31:0] ALUOut;
    reg [31:0] IR;
    reg Flag;
    always @(posedge clk ) begin
        NPC3 <= NPC3in;
        NPC3out <= NPC3;
        NPC2 <= NPC2in;
        NPC2out <= NPC2;
        Rt <= Rtin;
        Rtout <= Rt;
        ALUOut <= ALUOutin;
        ALUOutout <= ALUOut;
        IR <= IRin;
        IRout <= IR;
        Flag <= Flagin;
        Flagout <= Flag;
    end
endmodule
$ cat flow/run.sh
#!/bin/bash
# OpenROAD 26Q1-2900-gdf79404cd8, Yosys 0.63+post, stock flow scripts
make -C /OpenROAD-flow-scripts/flow DESIGN_CONFIG=/design/flow/config.mk WORK_HOME=/design/flow/orfs finish
$ cat flow/config.mk
export PLATFORM = sky130hd
export DESIGN_NAME = EXMA
export DESIGN_NICKNAME = EXMA
export VERILOG_FILES = /design/flow/design.v
export SDC_FILE = /design/flow/constraint.sdc
export NUM_CORES = 4
export LEC_CHECK = 1
export CORE_UTILIZATION = 30
$ cat flow/constraint.sdc
current_design EXMA

set clk_period 1.0
set clk_io_pct 0.2

create_clock -name clk0 -period $clk_period [get_ports {clk}]

set non_clock_inputs [all_inputs -no_clocks]
set_input_delay [expr $clk_period * $clk_io_pct] -clock clk0 $non_clock_inputs
set_output_delay [expr $clk_period * $clk_io_pct] -clock clk0 [all_outputs]
==> flow_metrics.env <==
# source this file to load flow results
export IMPL_status="complete, but fails checks"
export IMPL_violations="negative setup slack"
export IMPL_ir_drop_v=0.00169
export IMPL_track_usage_pct=11.4
export IMPL_cts_sinks=322
export IMPL_cp_buffers_inverters=1
export IMPL_end_kind="output pin"
export IMPL_fin_util_pct=49.1
export IMPL_std_cell_rows=53
export IMPL_final_cell_mix="280 x dfxtp_1, 161 x clkdlybuf4s50_1, 156 x buf_2"
export IMPL_dieArea_um2=22100
export IMPL_reg2reg_slack_ns=0.58
export IMPL_reg2reg_depth=0
export IMPL_rr_endpoint="ALUOutout[16]"
export IMPL_final_common_cell="dfxtp_1"
export IMPL_ys_cells=322
export IMPL_cp_data_required_time_ns=0.80
export IMPL_crit_type="flop to output pin"
export IMPL_synth_distinct_cells=1
export IMPL_syn_area_um2=6450
export IMPL_route_detailed_drc=0
export IMPL_p_leak_nw=4.50
export IMPL_overflow=0
export IMPL_vias_per_cell=3.52
export IMPL_setup_violations=161
export IMPL_finClkSkew_ns=0.0113
export IMPL_drtAntennaViolNets=0
export IMPL_hold_path_end="IR[15]"
export IMPL_clk_path_buf_depth=3
export IMPL_clkTransAtPathRegs_ns=0.07
export IMPL_grt_start_max_net_pins=16
export IMPL_finalWorstSetupSlack_ns=-0.170
export IMPL_cts_setup_buffers=0
export IMPL_area_growth_pct=60.2
export IMPL_warnings=27
export IMPL_worstMarginPinSlew_ns=0.174
export IMPL_worstHoldStart="IRin[15]"
export IMPL_yosysWarnings=1
export IMPL_fmax_mhz=855
export IMPL_ys_chip_area_um2=6450
export IMPL_busiest_layer="met2"
export IMPL_met2_usage_pct=17.4
export IMPL_grt_use_met1_pct=15.0
export IMPL_powerDensity_nw_per_um2=2510
export IMPL_wl_per_cell_um=13.1
export IMPL_comb_multi_input_count=0
export IMPL_grt_setup_unrepaired="true"
export IMPL_die_w_um=149
export IMPL_antenna_cells=0
export IMPL_final_comb_area_um2=0
export IMPL_slew_headroom_pct=88.4
export IMPL_drv_cap=0
export IMPL_cp_slowest_cell="dfxtp_2"
export IMPL_cts_root_buf="clkbuf_16"
export IMPL_postSynthCellCount=322
export IMPL_drive_above_1_share_pct=36.2
export IMPL_slowest_delay_ns=0.33
export IMPL_cp_top_family="flip-flops"
export IMPL_wirelength_um=12800
export IMPL_numPortBuffers=322
export IMPL_clock_latency_ns=0.54
export IMPL_grt_pass1_wl_um=18700
export IMPL_period_used_pct=117
export IMPL_ys_seq_share_pct=100
export IMPL_maxSlewViolCount=0
export IMPL_rr_startpoint="ALUOut[16]"
export IMPL_gp_congestion=0.778
export IMPL_drt_pass1_iterations=4
export IMPL_arrival_ns=0.97
export IMPL_htree_levels=1
export IMPL_min_path_type="input pin to flop"
export IMPL_grt_pass1_vias=3450
export IMPL_numCtsBuffers=30
export IMPL_core_area_um2=21000
export IMPL_die_h_um=149
export IMPL_use_met3_pct=5.04
export IMPL_critPathMaxFanout=1
export IMPL_avgSynthCellArea_um2=20.0
export IMPL_dpl_hpwl_um=9010
export IMPL_dpl_cell_area_um2=10000
export IMPL_start_kind="flop"
export IMPL_ios=323
export IMPL_cts_tree="built"
export IMPL_drt_iter0_markers=64
export IMPL_antenna_found_initial=0
export IMPL_hold_viol=0
export IMPL_period_minus_slack_ns=1.17
export IMPL_cp_cell_sequence="buf_2"
export IMPL_tns_ns=-21.28
export IMPL_whs_path_depth=1
export IMPL_final_area_um2=10300
export IMPL_cts_hold_buf=0
export IMPL_ys_flops=322
export IMPL_num_vias=3425
export IMPL_fp_utilization_pct=30.7
## cell usage after synthesis, drive strengths merged
cell / instances / area (um^2)
dfxtp: 322 / 6450
## through the flow
step | std cells | setup WS [ns] | power, mW | hold WS (ns)
2_1_floorplan | 322 | 0.538 | 13.8 | 0.228
3_3_place_gp | 919 | -0.0334 | 15.2 | 0.310
3_5_place_dp | 919 | -0.0409 | 15.2 | 0.312
4_1_cts | 974 | -0.202 | 26.3 | 0.0698
5_1_grt | 974 | -0.215 | 27.0 | 0.0746
6_report | 974 | -0.170 | 25.9 | 0.101
## power by group
part | switching, mW | total (mW) | internal, mW | leakage (nW)
combinational | 0.149 | 0.910 | 0.761 | 1.27
sequential | 0.148 | 13.7 | 13.5 | 2.72
clock | 4.49 | 11.4 | 6.86 | 0.504
total | 4.79 | 25.9 | 21.2 | 4.50
## cell type report
type	count	area, um^2
fill	1767	10700
clock inverter	10	119
sequential	322	6500
clock buffer	45	918
tap	275	344
timing repair buffer	322	2450
## how the worst max path moves through the flow
| stage | startpoint | to | slack [ns] | cells after the start |
|---|---|---|---|---|
| after CTS | IRout[26] | IRout[26] | -0.20 | 1 |
| after global routing | Rtout[2] | Rtout[2] | -0.22 | 1 |
| final | IRout[26] | IRout[26] | -0.17 | 1 |
## logic make-up after synthesis
group | count (synthesis) | synth area share (%)
flops | 322 | 100
## repair_timing
item / CTS / global route
pin swaps: 0 / 0
gates cloned: 0 / 0
setup endpoints to repair: 161 / 161
resized: 540 / 14
## state kept, by name (all words and copies together), names as in the netlist
register / cells
Flagout: 1
ALUOutout: 32
Rtout: 32
Rt: 32
Flag: 1
IR: 32
NPC3: 32
NPC2: 32
ALUOut: 32
NPC3out: 32
IRout: 32
NPC2out: 32
## layer usage
layer | vias to the layer above | share of wire, %
li1 | 1708 | -
met1 | 1483 | 38
met2 | 196 | 45
met3 | 38 | 13
met4 | 0 | 3.3
met5 | - | 0
No activity file was given, so power comes from the tool's default toggle rates.
